**design/flow/config.mk**
```make
export PLATFORM = sky130hd
export DESIGN_NAME = spitop
export DESIGN_NICKNAME = spitop
export VERILOG_FILES = /design/flow/design.v
export SDC_FILE = /design/flow/constraint.sdc
export NUM_CORES = 4
export LEC_CHECK = 1
export CORE_UTILIZATION = 30
```
**design/flow/constraint.sdc**
```tcl
current_design spitop

set clk_period 3.0
set clk_io_pct 0.2

create_clock -name clk0 -period $clk_period [get_ports {clk}]

set non_clock_inputs [all_inputs -no_clocks]
set_input_delay [expr $clk_period * $clk_io_pct] -clock clk0 $non_clock_inputs
set_output_delay [expr $clk_period * $clk_io_pct] -clock clk0 [all_outputs]
```
**design/flow/design.v**
```verilog
`timescale 1ns / 1ps
module spimasterfsm(clk, rst, p_dat, tx_en, mosi, cs, sclk);
    input clk, rst, tx_en;
    input [7:0]p_dat;
    output reg mosi, cs;
    output sclk;
    parameter IDLE = 0, START = 1, TX_DAT = 2, TX_END = 3;
    reg [1:0] curr_state, next_state;
    reg spi_sclk= 0;
    reg [2:0]count = 0;
    reg [3:0]bit_cnt = 0;
    always @(posedge clk)begin
        case(next_state)
            IDLE : begin
                spi_sclk <= 0;
            end
            START : begin
                if(count < 3'b011 || count == 3'b111)
                    spi_sclk <= 1'b1;
                else
                    spi_sclk <= 1'b0;
            end
            TX_DAT : begin
                if(count < 3'b011 || count == 3'b111)
                    spi_sclk <= 1'b1;
                else
                    spi_sclk <= 1'b0;
            end
            TX_END : begin
                if(count < 3'b011)
                    spi_sclk <= 1'b1;
                else
                    spi_sclk <= 1'b0;
            end
            default : begin
                spi_sclk <= 1'b0;
            end
        endcase
    end
    always @(posedge clk)begin  
        if(rst)
            curr_state <= IDLE;
        else
            curr_state <= next_state;
    end
    always @(*)begin
        case(curr_state)
            IDLE:begin
                mosi = 1'b0;
                cs = 1'b1;
                if(tx_en)
                    next_state = START;
                else
                    next_state = IDLE;
            end
            START:begin
                cs = 1'b0;
                if(count == 3'b111)                      
                    next_state = TX_DAT;
                else 
                    next_state = START;
            end
            TX_DAT:begin
                mosi = p_dat[7 - bit_cnt];
                if(bit_cnt != 8)
                    next_state = TX_DAT;
                else begin
                    next_state = TX_END;
                    mosi = 1'b0;
                end
            end
            TX_END:begin
                cs = 1'b1;
                mosi = 1'b0;
                if(count == 3'b111)                      
                    next_state = IDLE;
                else
                    next_state = TX_END;
            end
            default:begin
                next_state = IDLE;
            end
        endcase
    end
    always @(posedge clk)begin
        case(curr_state)
            IDLE:begin
                count <= 0;
                bit_cnt <= 0;
            end
            START:begin
                count <= count + 1;
            end
            TX_DAT:begin
                if(bit_cnt != 8)begin
                    if(count < 3'b111)begin
                        count <= count + 1;
                    end
                    else begin
                        count <= 0;
                        bit_cnt <= bit_cnt + 1;
                    end
                end
            end
            TX_END:begin
                count <= count + 1;
                bit_cnt <= 0;
            end
            default:begin
                count <= 0;
                bit_cnt <= 0;
            end
        endcase     
    end
    assign sclk = spi_sclk;
endmodule
`timescale 1ns / 1ps
module spislavefsm(sclk, mosi, cs, rcvd_p_dat, tx_done);
    input sclk, mosi, cs;
    output [7:0]rcvd_p_dat;
    output reg tx_done;
    parameter IDLE = 0, SAMPLE = 1;
    reg state;
    reg [3:0]count =0;
    reg [7:0]mosi_p_dat =0;
    always @(negedge sclk)begin
        case(state)
            IDLE : begin
                tx_done <= 1'b0;
                if (cs == 1'b0)
                    state <= SAMPLE;
                else
                    state <= IDLE;
            end
            SAMPLE : begin
                if(count < 8)begin
                    count <= count + 1;
                    mosi_p_dat <= {mosi_p_dat[6:0], mosi};
                    state <= SAMPLE;
                end
                else begin
                    count <= 0;
                    state <= IDLE;
                    tx_done <= 1'b1;
                end
            end
            default: state <= IDLE;
        endcase
    end
    assign rcvd_p_dat = mosi_p_dat;
endmodule
`timescale 1ns / 1ps
module spitop(clk, rst, p_dat, tx_en, rcvd_p_dat, tx_done);
    input clk, rst, tx_en;
    input [7:0]p_dat;
    output tx_done;
    output [7:0]rcvd_p_dat;
    wire sclk, mosi, ss;
    spimasterfsm spim(clk, rst, p_dat, tx_en, mosi, ss, sclk);
    spislavefsm spis(sclk, mosi, ss, rcvd_p_dat, tx_done);
endmodule
```
**design/flow/run.sh**
```bash
#!/bin/bash
# OpenROAD 26Q1-2900-gdf79404cd8, Yosys 0.63+post, stock flow scripts
make -C /OpenROAD-flow-scripts/flow DESIGN_CONFIG=/design/flow/config.mk WORK_HOME=/design/flow/orfs finish
```
==> deck_impl_summary.md <==
Run Summary

Global route
  • Largest net degree at the start of global routing: 15
  • Global-route wire length before repair: 3236 um
  • GRT Util Overall: 0.09470
  • Vias in the first global route: 708
  • Initial antenna violation count: 0
  • Grt total ovfl: 0

Yosys
  • Synth area leader: edfxtp_1
  • Synth Warn #: 2
  • Asr flop ratio synth: 0
  • Synth Cell Area: about 1200 um^2
  • Synth Flop Type: edfxtp_1
  • Area share of the largest cell type after synthesis: 0.4848
  • Top cells by area: edfxtp_1, dfxtp_1, ha_1
  • Number of enable flip-flop cells: 20
  • Count leader, synth: edfxtp_1
  • Yosys stat chip area: 1239 um^2
  • Distinct lib cells: 33
  • Synth Area per Inst: 12.77 um^2
  • Cell count listed in synth_stat.txt: 97
  • Registers, synthesis: 28
  • Post-synth top cells: edfxtp_1, ha_1, a21oi_1
  • Syn Inst Count: 97

Timing
  • Setup-failing EPs final: 0
  • Fmax: between 500 and 600 MHz
  • Final Max Slew Viols: 0
  • Skew final: 0.003936 ns
  • Endpoints left unconstrained: 38
  • RSZ-0062 raised after global routing: false
  • Max-slew headroom: 0.6969
  • Slew @ Worst Pin: 0.4506 ns
  • Setup_tns: 0 ns
  • Final period util: 0.6200
  • Final hold violation count: 0
  • Fin crit period: 1.860 ns
  • Register pins left without a clock: 16

Power
  • Peak VDD IR: 0.0002584 V
  • Net Switching: around 0.11 mW
  • Sw frac: 0.2289
  • Gate power share: 0.147
  • P_int: 0.3827 mW
  • Seq pwr share: 0.498
  • P per Cell Area: 324.6 nW/um^2
  • Leak pwr: about 0.58 nW
  • Clock share of power: 0.354

Clock network
  • Worst-case clock buffer depth: 2
  • CTS resizes: 0
  • CTS tree: done
  • Post-CTS setup buffer count: 0
  • Cts bufs inserted: 3
  • Worst-path clk slew: approximately 0.050 ns
  • Clk Tree Root Cell: clkbuf_8
  • Hold-fix buffers, CTS: 0
  • H-tree Lvls: 1
  • Insertion Delay late pin: between 0.2 and 0.25 ns

Cells and area
  • Share of layout cells above drive strength 1: 0.06780
  • Fill cell count: 346
  • Final Non-Filler Cells: 166
  • Layout overhead on the synthesized area: 23.43%

Setup path
  • Reg2Reg Setup Slack: 1.14 ns
  • Crit path buffers/inverters: 1
  • CP arrival: a little under 2 ns
  • CP peak stage delay: 0.43 ns
  • R2R cell count: 7
  • Crit path max-delay family: adder cells
  • CP required: ~3.1 ns
  • Worst setup SP type: register
  • Critical path, cell by cell: ha_1 -> ha_1 -> a211oi_1 -> inv_2 -> ha_1 -> o21ai_0 -> a21oi_1
  • Critical Path Fanout Max: 4
  • FF-to-FF End: spim.spi_sclk$_DFF_P_
  • Setup CP Type: reg2reg
  • CP max-delay cell: edfxtp_1
  • Worst r2r src: spim.count[0]$_DFFE_PP_
  • CP most frequent cell: ha_1
  • Crit path capture type: register

Routing
  • Total Wirelength: 1826 um
  • DR WL/cell: 11.00 um
  • Detailed-route via count: 791
  • ANT cells: 0
  • DRT iter0 DRCs: 47
  • Antenna violation net count after detailed routing: 0
  • Residual DRC: 0
  • Average vias per placed instance: ~4.8
  • DR pass1 iterations: 5

Placement
  • Hpwl dp: 1347 um
  • Input/output buffers: 19
  • RePlAce Congestion: 0.8570
  • Placed insts: 162

Floorplan
  • Chip Area: 4390 um^2
  • Die Width: approximately 66 um
  • Die Y-Extent: between 60 and 70 um
  • # rows: 22
  • Number of I/O pins: 20
  • FP Core Util: 0.3261
  • Core area: about 3800 um^2

Min path
  • WHS Endpoint: spim.curr_state[2]$_DFF_P_
  • Hold Path Cell Cnt: 2
  • HP Class: reg2reg
  • Worst Hold Launch: spim.curr_state[0]$_DFF_P_

Job
  • Max-cap violations: 0
  • Log Warnings: 28

Run status
  • Status: complete, no violations
==> cell type report <==
class                      count  area, um^2  share of cell area
multi-input combinational     60       445.4              0.2913
timing repair buffer          19       190.2              0.1244
tap                           48       60.06             0.03928
inverter                       7       27.53             0.01800
clock buffer                   4       55.05             0.03601
sequential                    28       750.7              0.4910
==> cells by family (layout without fill, tap and decap cells) <==
kind of cell | after synthesis | in the layout | share of synthesized area
mux | 4 | 4 | 0.04646
xor+xnor | 3 | 3 | 0.02122
buf+inv | 9 | 30 | 0.03433
flops | 26 | 26 | 0.5818
compound gates | 16 | 16 | 0.07979
simple gates | 29 | 29 | 0.1313
fa+ha+maj | 8 | 8 | 0.08081
latches | 2 | 2 | 0.02424
==> how the worst max path moves through the flow <==
stage,from,endpoint,slack [ns],cells after the start
finish,spim.count[0]$_DFFE_PP_,spim.spi_sclk$_DFF_P_,1.14,7
global route,spim.count[0]$_DFFE_PP_,spim.spi_sclk$_DFF_P_,1.01,7
CTS,spim.count[0]$_DFFE_PP_,spim.spi_sclk$_DFF_P_,1.14,7
==> routing by layer <==
metal / track usage / part of all wire / up-vias
met5: 0 / 0 / -
met4: 0.01330 / 0.021 / 0
met3: 0.01923 / 0.053 / 5
met2: 0.1403 / 0.43 / 30
met1: 0.1520 / 0.49 / 358
li1: - / - / 398
==> power by group through the flow <==
stage     registers [mW]  clock network (mW)  logic [mW]
4_1_cts            0.247               0.179      0.0742
5_1_grt            0.252               0.184      0.0837
6_report           0.247               0.176      0.0732
==> stage by stage <==
step,worst slack [ns],hold WS [ns],util,power [mW],cell area [um^2]
after floorplan,1.268,0.4937,-,0.2966,1239
after global placement,1.212,0.5548,0.3880,0.3218,1474
after detailed placement,1.171,0.5513,0.3880,0.3231,1474
after CTS,1.142,0.5691,0.4025,0.5002,1529
after global routing,1.006,0.5890,0.4025,0.5197,1529
final,1.140,0.5697,0.4025,0.4963,1529
==> worst register-to-register path, stage by stage, from the launching register on <==
cell,delay [ns]
edfxtp_1,0.43
ha_1,0.25
ha_1,0.24
a211oi_1,0.37
inv_2,0.05
ha_1,0.26
o21ai_0,0.07
a21oi_1,0.08
==> cell usage in the layout (no fill, tap or decap), drive strengths merged, types with 4 or more instances in the layout <==
| cell | netlist | routed |
|---|---|---|
| nor2 | 5 | 5 |
| dfxtp | 6 | 6 |
| inv | 6 | 6 |
| clkbuf | 1 | 4 |
| ha | 8 | 8 |
| nand2b | 4 | 4 |
| edfxtp | 20 | 20 |
| nor2b | 5 | 5 |
| nor3 | 5 | 5 |
| a21oi | 7 | 7 |
| clkdlybuf4s50 | 0 | 19 |
==> registers in the layout, indices dropped and copies added, names as in the netlist <==
signal,count
spim.spi_sclk,1
spis.tx_done,1
spim.cs,1
spis.state,1
spis.mosi_p_dat,8
spim.bit_cnt,4
spim.curr_state,4
spis.count,4
spim.mosi,1
spim.count,3
No activity file was given, so power comes from the tool's default toggle rates.
